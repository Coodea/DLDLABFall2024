**/design/flow/design.v**
```verilog
`timescale 1ns / 1ps
module digit2segments(
  input  logic [3:0] digit,
  output logic [6:0] segments
);
always_comb
  begin
    case(digit)
      4'b0000 : segments = 7'b100_0000;
      4'b0001 : segments = 7'b111_1001;
      4'b0010 : segments = 7'b010_0100;
      4'b0011 : segments = 7'b011_0000;
      4'b0100 : segments = 7'b001_1001;
      4'b0101 : segments = 7'b001_0010;
      4'b0110 : segments = 7'b000_0010;
      4'b0111 : segments = 7'b111_1000;
      4'b1000 : segments = 7'b000_0000;
      4'b1001 : segments = 7'b001_0000;
      4'b1010 : segments = 7'b000_1000;
      4'b1011 : segments = 7'b000_0011;
      4'b1100 : segments = 7'b100_0110;
      4'b1101 : segments = 7'b010_0001;
      4'b1110 : segments = 7'b000_0110;
      4'b1111 : segments = 7'b000_1110;
      default : segments = 7'b111_1111;
    endcase
  end
endmodule
`timescale 1ns / 1ps
module segment_driver(
  input  logic clk,
  input  logic rst,
  input  logic [3:0] digit0,
  input  logic [3:0] digit1,
  input  logic [3:0] digit2,
  input  logic [3:0] digit3,
  input  logic [3:0] decimals,
  output logic [7:0] segment_cathodes,
  output logic [3:0] digit_anodes
);
logic [6:0] segments0;
logic [6:0] segments1;
logic [6:0] segments2;
logic [6:0] segments3;
localparam [1:0] DIGIT_ZERO  = 2'b00;
localparam [1:0] DIGIT_ONE   = 2'b01;
localparam [1:0] DIGIT_TWO   = 2'b10;
localparam [1:0] DIGIT_THREE = 2'b11;
logic [1:0] CURRENT_STATE;
logic [1:0] NEXT_STATE;
always_ff@(posedge clk)
  begin
    if(rst)
      CURRENT_STATE <= DIGIT_ZERO;
    else
      CURRENT_STATE <= NEXT_STATE;
  end
always_comb
  begin
    case(CURRENT_STATE)
      DIGIT_ZERO: 
        begin
          segment_cathodes = {~decimals[0], segments0};
          digit_anodes     = 4'b1110;
          NEXT_STATE       = DIGIT_ONE;
        end
      DIGIT_ONE:
        begin
          segment_cathodes = {~decimals[1], segments1};
          digit_anodes     = 4'b1101;
          NEXT_STATE       = DIGIT_TWO;
        end
      DIGIT_TWO:
        begin
          segment_cathodes = {~decimals[2], segments2};
          digit_anodes     = 4'b1011;
          NEXT_STATE       = DIGIT_THREE;
        end
      DIGIT_THREE:
        begin
          segment_cathodes = {~decimals[3], segments3};
          digit_anodes     = 4'b0111;
          NEXT_STATE       = DIGIT_ZERO;
        end
      default:
        begin
          segment_cathodes = {~decimals[0], segments0};
          digit_anodes     = 4'b1110;
          NEXT_STATE       = DIGIT_ZERO;
        end
    endcase
  end
digit2segments converter0(
  .digit(digit0),
  .segments(segments0)
);
digit2segments converter1(
  .digit(digit1),
  .segments(segments1)
);
digit2segments converter2(
  .digit(digit2),
  .segments(segments2)
);
digit2segments converter3(
  .digit(digit3),
  .segments(segments3)
);
endmodule
`timescale 1ns / 1ps
module top_demo
(
  input  logic [7:0] sw,
  input  logic [3:0] btn,
  input  logic       sysclk_125mhz,
  input  logic       rst,
  output logic [7:0] led,
  output logic sseg_ca,
  output logic sseg_cb,
  output logic sseg_cc,
  output logic sseg_cd,
  output logic sseg_ce,
  output logic sseg_cf,
  output logic sseg_cg,
  output logic sseg_dp,
  output logic [3:0] sseg_an
);
  logic [16:0] CURRENT_COUNT;
  logic [16:0] NEXT_COUNT;
  logic        smol_clk;
  segment_driver driver(
  .clk(smol_clk),
  .rst(btn[3]),
  .digit0(sw[3:0]),
  .digit1(4'b0111),
  .digit2(sw[7:4]),
  .digit3(4'b1111),
  .decimals({1'b0, btn[2:0]}),
  .segment_cathodes({sseg_dp, sseg_cg, sseg_cf, sseg_ce, sseg_cd, sseg_cc, sseg_cb, sseg_ca}),
  .digit_anodes(sseg_an)
  );
  always@(posedge sysclk_125mhz)
  begin
    if(btn[3])
      CURRENT_COUNT = 17'h00000;
    else
      CURRENT_COUNT = NEXT_COUNT;
  end
  assign NEXT_COUNT = CURRENT_COUNT == 17'd100000 ? 17'h00000 : CURRENT_COUNT + 1;
  assign smol_clk = CURRENT_COUNT == 17'd100000 ? 1'b1 : 1'b0;
endmodule
```
**/design/flow/run.sh**
```bash
#!/bin/bash
# OpenROAD 26Q1-2900-gdf79404cd8, Yosys 0.63+post, stock flow scripts
make -C /OpenROAD-flow-scripts/flow DESIGN_CONFIG=/design/flow/config.mk WORK_HOME=/design/flow/orfs finish
```
**/design/flow/config.mk**
```make
export PLATFORM = sky130hd
export DESIGN_NAME = top_demo
export DESIGN_NICKNAME = top_demo
export VERILOG_FILES = /design/flow/design.v
export SDC_FILE = /design/flow/constraint.sdc
export NUM_CORES = 4
export LEC_CHECK = 1
export CORE_AREA = 10 10 104 104
export DIE_AREA = 0 0 114 114
```
**/design/flow/constraint.sdc**
```tcl
current_design top_demo

set clk_period 2.8
set clk_io_pct 0.2

create_clock -name clk0 -period $clk_period [get_ports {sysclk_125mhz}]

set non_clock_inputs [all_inputs -no_clocks]
set_input_delay [expr $clk_period * $clk_io_pct] -clock clk0 $non_clock_inputs
set_output_delay [expr $clk_period * $clk_io_pct] -clock clk0 [all_outputs]
```
==> GITHUB_STEP_SUMMARY <==
### Metrics collected by this job

| Metric | Value |
|---|---|
| Destination of the critical timing path | sseg_cb |
| Count of endpoints without a timing constraint | 8 |
| Setup TNS Final | 0 ps |
| Post-route clock skew | 1.37 ps |
| DRC marker count from the first detailed-route iteration | 89 |
| Worst Setup Slack post-DPL | -290 ps |
| Count of pins on the block boundary | 34 |
| Sum of met2 wire segment lengths after detailed routing | 1.48 mm |
| Warnings, synthesis | 11 |
| Worst-margin pin slew | 551 ps |
| Post-synth regs | 21 |
| Combined area of all synthesized cells | 1590 um2 |
| Antenna violations before repair | 0 |
| Routed length per placed instance | 9.88 um |
| Area taken by multi-input logic gates | 1050 um2 |
| Global placement routability congestion | 0.784 |
| Number of detailed-routing iterations run before antenna repair | 4 |
| Number of global-route vias before repair | 1251 |
| Reg2reg start | CURRENT_COUNT[0] |
| Crit Path Category | primary input to output port |
| Type of the tightest min-delay check | flop to flop |
| Avg Vias per Cell | 4.04 |
| Clock latency on the worst-skew pair | 250 ps |
| Ordered list of cells on the worst path | clkdlybuf4s15_1, inv_2, ha_1, nand2_1, o21ai_0, a221o_1, clkdlybuf4s50_1 |
| Critical register-to-register path endpoint | CURRENT_COUNT[10] |
| Buffers inserted during post-CTS setup optimization | 0 |
| Horizontal die size | 114 um |
| DP HPWL | 2.59 mm |
| Final-report hold violation count | 0 |
| Setup repair after global routing missed its margin | no |
| Number of cells on the critical path | 7 |
| Initial core utilization | 18.4% |
| Chip area line of the yosys report | 1590 um2 |
| Type of element capturing the critical path | output port |
| Final wirelength | 3.36 mm |
| Area taken by flip-flops and latches | 420 um2 |
| Slew HR | 63.3% |
| Overall routing resource usage | 5.03% |
| Crit path max-delay family | buffers and inverters |
| Unique masters post-synth | 37 |
| Wl on met1 | 1.64 mm |
| Port bufs | 24 |
| Share of cells above drive strength 1 | 14.2% |
| Relative area change from synthesis to final layout | 29.9% |
| Root buf cell | clkbuf_8 |
| Residual antenna-violating net count after detailed routing | 0 |
| Pin count of the biggest net entering global routing | 18 |
| OpenROAD warnings | 38 |
| Max stage delay on crit path | 420 ps |
| Residual DRC count | 0 |
| Utilization after layout | 23.8% |
| Beginning of the critical path | sw[0] |
| Peak ir drop on the vdd network | 0.198 mV |
| H-tree levels | 1 |
| Highest Clock Rate | 372 MHz |
| MaxCap Viol Count | 0 |
| Worst path arrival time | 2130 ps |
| Leakage power | 0.814 nW |
| Power density normalized to cell area | 269 nW/um2 |
| Number of inserted diodes | 0 |
| Element type at the critical path start | primary input |
| Final hold slack | 489 ps |
| Final setup margin | 109 ps |
| Hold buffer count at cts | 0 |
| Reg2reg setup slack | 610 ps |
| Critical-path cell with the highest stage delay | clkdlybuf4s50_1 |
| Via total after detailed routing | 1374 |
| Buffer depth of the longest clock path | 2 |
| Async SR Flop Fraction | 0% |
| Number of register pins that no clock reaches | 4 |
| Std-Cell Rows | 34 |
| Clock-pin transition on the worst setup and hold timing paths | 60 ps |
| Syn Area/Cell | 8.04 um2 |
| Period utilization | 96.1% |
| Floorplan core area | 8680 um2 |
| Maximum fanout count along the critical path | 4 |
| Number of max-slew violations in the final report | 0 |
| Portion of the post-synthesis area used by sequential elements | 26.4% |
| Outcome | completed |
| Yosys cell count | 198 |
| Flip-flops with a built-in enable | 0 |
| Total buffers and inverters traversed by the critical path | 3 |
| Total die size | 13000 um2 |
| Wire length of the first global-routing pass | 5.73 mm |
| Most used flip-flop cell after synthesis | dfxtp_1 |
| Top Metal Used | met4 |
| Post-Syn Instances | 198 |
| Detail Route met3 WL | 229 um |
| Number of cells on the worst reg-to-reg path | 6 |
| Cell count after placement | 336 |
| Vertical die dimension | 114 um |
| GRT overflow | 0 |
| Fill cell total of the finished layout | 951 |
| TritonCTS clock tree | built |
| Endpoint required time on the critical path | 2240 ps |
| CTS Buf Count | 3 |
| Post-route insts no fill | 340 |
| Setup violation total in the final timing report | 0 |
| Time the worst path needs with I/O delays and setup | 2690 ps |
## worst reg2reg max path: stages (launching register included)
cell and delay [ps]:
dfxtp_1 350, inv_1 70, ha_1 130, or4bb_1 410, nor4_2 470, or2_1 520, nor2_1 110
## per-stage QoR
step	instance area (um2)	power (W)
5_1_grt	2070	0.000588
3_3_place_gp	1990	0.000383
6_report	2070	0.000556
3_5_place_dp	1990	0.000384
4_1_cts	2050	0.000563
2_1_floorplan	1620	0.000331
## sequential cells by signal, summed over array words and instances, names as in the netlist
register	cells
driver.CURRENT_STATE	4
CURRENT_COUNT	17
## worst min path at each step
stage,from,end,slack [ps],depth (start not counted)
after CTS,CURRENT_COUNT[0],CURRENT_COUNT[0],490,1
after global routing,CURRENT_COUNT[0],CURRENT_COUNT[0],530,1
final,CURRENT_COUNT[0],CURRENT_COUNT[0],490,1
## cell usage in the layout (no fill, tap or decap), types with 4 or more instances in the layout
cell type	synthesis	routed
mux2i_1	4	4
clkdlybuf4s50_1	0	13
nor2_1	29	29
dlygate4sd2_1	0	6
xnor2_1	14	14
nand4_1	4	4
a221o_1	5	5
conb_1	1	8
nand2_1	14	14
buf_4	8	12
a21oi_1	6	5
dfxtp_1	21	21
inv_1	15	12
o21ai_0	10	8
nor4_1	4	4
nor3_1	4	4
ha_1	15	12
nand3_1	8	8
## cell usage after synthesis (5+ instances only)
cell type,number,area [um2]
buf_4,8,60.1
inv_1,15,56.3
o21ai_0,10,50.1
dfxtp_1,21,420
ha_1,15,188
nor2_1,29,109
a21oi_1,6,30.0
a221o_1,5,50.1
xnor2_1,14,123
nand3_1,8,40.0
nand2_1,14,52.6
clkbuf_1,6,22.5
## layer usage
metal,GRT usage [%],vias up
met5,0,-
met4,0.585,0
met3,1.59,2
met2,7.59,35
met1,7.08,609
li1,-,728
## layout make-up
class / instances / share of cell area (%)
Inverter: 15 / 2.72
Sequential cell: 21 / 20.3
Tap cell: 108 / 6.53
Clock buffer: 4 / 2.18
Multi-Input combinational cell: 153 / 50.9
Timing Repair Buffer: 39 / 17.4
## repair_timing
action	CTS	global route
cloned	0	0
hold endpoints to repair	0	0
setup endpoints to repair	7	5
resized	15	13
pin swaps	0	1
## power breakdown
group / internal (W) / total [W] / switching, W
Sequential: 0.000246 / 0.000250 / 0.00000437
Clock: 0.000101 / 0.000178 / 0.0000775
Combinational: 0.0000709 / 0.000128 / 0.0000571
## cells by family (layout without fill, tap and decap cells)
group / Yosys count / count (layout) / share of synthesized area (%)
flip-flops: 21 / 21 / 26.4
AND/OR/NAND/NOR: 78 / 78 / 24.4
other: 1 / 8 / 0.235
AND-OR/OR-AND: 29 / 29 / 12.2
buffers and inverters: 31 / 58 / 10.7
multiplexers: 8 / 8 / 6.05
XOR/XNOR: 15 / 15 / 8.25
adder cells (fa/ha/maj): 15 / 15 / 11.8
No activity file was given, so power comes from the tool's default toggle rates.
